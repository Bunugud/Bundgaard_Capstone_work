File: /design/flow/run.sh
#!/bin/bash
# OpenROAD 26Q1-2900-gdf79404cd8, Yosys 0.63+post, stock flow scripts
make -C /OpenROAD-flow-scripts/flow DESIGN_CONFIG=/design/flow/config.mk WORK_HOME=/design/flow/orfs finish
File: /design/flow/config.mk
export PLATFORM = sky130hd
export DESIGN_NAME = edge_detection
export DESIGN_NICKNAME = edge_detection
export VERILOG_FILES = /design/flow/design.v
export SDC_FILE = /design/flow/constraint.sdc
export NUM_CORES = 4
export LEC_CHECK = 1
export CORE_UTILIZATION = 50
File: /design/flow/constraint.sdc
current_design edge_detection

set clk_period 1.7
set clk_io_pct 0.2

create_clock -name clk0 -period $clk_period [get_ports {clk}]

set non_clock_inputs [all_inputs -no_clocks]
set_input_delay [expr $clk_period * $clk_io_pct] -clock clk0 $non_clock_inputs
set_output_delay [expr $clk_period * $clk_io_pct] -clock clk0 [all_outputs]
File: /design/flow/design.v
`timescale 1ns / 1ps
module edge_detection(
    input clk,  
    input rst,  
    input boot_mode,
    input [29:0] hidden_neuron_spike_out,  
    input [7:0] input_neuron_spike_out,    
    output reg [29:0] hidden_layer_edge = 0,  
    output reg [7:0] input_layer_edge = 0     
);
    reg [7:0]  input_prev_state = 0;
    reg [29:0] hidden_prev_state = 0;
    always @(posedge clk) begin
        if(rst) begin
            hidden_layer_edge   <= 0;
            hidden_prev_state   <= 0;
            input_layer_edge    <= 0;
            input_prev_state    <= 0;
        end
        else if (!boot_mode) begin
            hidden_layer_edge <= hidden_neuron_spike_out & ~hidden_prev_state;  
            hidden_prev_state <= hidden_neuron_spike_out;  
            input_layer_edge <= input_neuron_spike_out & ~input_prev_state;  
            input_prev_state <= input_neuron_spike_out;  
        end
    end
endmodule
==> flow_metrics.py <==
# Auto-generated metrics
metrics = {
    "routing": {
        "diodes": 0,
        "drtIter0Drc": 64,
        "via_per_inst": 4.881,
        "num_vias": 2138,
        "routedWlPerCell_um": 11.03,
        "ant_nets": 0,
        "drc": 0,
        "dr.pass1.iters": 4,
        "drt-total-wl_um": 4831,
    },
    "clock_tree": {
        "root_buffer": "clkbuf_8",
        "post_cts_buffers": 0,
        "clkSinkCount": 76,
        "htree_levels": 3,
        "cts-buffers-inserted": 9,
        "clkTransAtPathRegs_ns": 0.07,
        "ctsResizeCount": 0,
        "cts_tree": "built",
        "clock_path_buffers": 2,
        "cts_hold_buf": 0,
        "clock_latency_ns": 0.33,
    },
    "final_timing": {
        "tightest_slew_ns": 0.3720,
        "fin_worst_skew_ns": 0.004528,
        "slew_headroom_pct": 75.20,
        "finalHoldViolations": 0,
        "setup_viol": 0,
        "fin_tns_setup_ns": 0,
        "finalMaxSlewViolations": 0,
        "setup_ws_ns": 0.1947,
        "min_period_ns": 1.505,
        "max_clock_freq_ghz": 0.6643,
        "rsz0062_at_grt": "false",
        "fin_crit_sh_pct": 88.55,
    },
    "floorplanning": {
        "num_rows": 27,
        "die_x_um": 77.52,
        "die_area_sq_um": 6009,
        "core_sq_um": 5507,
        "io_pins": 79,
        "fp_util_pct": 51.78,
        "fp.dieH_um": 77.52,
    },
    "setup_path": {
        "cp.arrival_ns": 1.17,
        "crit_path_max_fanout": 2,
        "path_depth": 1,
        "r2r_slack_ns": 0.83,
        "end_kind": "output pin",
        "crit_family": "buffers and inverters",
        "cp.required_ns": 1.36,
        "criticalPathCategory": "reg2out",
        "ff2ff_path_depth": 2,
        "crit_chain": "clkdlybuf4s50_1",
        "slowest_stage": "clkdlybuf4s50_1",
        "startpoint_type": "register",
        "path_buffers": 1,
        "max_stage_delay_ns": 0.49,
    },
    "place": {
        "place.gp.congestion": 0.7388,
        "dpl.hpwl_um": 3047,
        "port_buffers": 78,
        "place_ws_ns": 0.2905,
    },
    "logic_synthesis": {
        "ys_area_sq_um": 2851,
        "top_cells_by_area": "dfxtp_1 (53%), mux2i_1 (13%), or3b_1 (12%), a21oi_1 (6.7%), nand2_1 (5.0%)",
        "synth_top_area_share_pct": 53.36,
        "ys_seq_share_pct": 53.36,
        "yosysWarnings": 1,
        "syn-cell-area_sq_um": 2851,
        "ys.flops": 76,
        "ys_cells": 287,
        "synthCells": 287,
        "avgSynthCellArea_sq_um": 9.935,
        "synth_cell_types": 11,
        "largest_area_cell": "dfxtp_1",
    },
    "grt": {
        "gr-total-overflow": 0,
        "antenna_found_initial": 0,
        "grt_max_degree": 77,
        "grt_pass1_vias": 1916,
        "track_usage_pct": 17.02,
        "grt_first_pass_wirelength_um": 7990,
    },
    "power_and_ir_drop": {
        "peakVddDrop_mv": 0.8537,
        "p_per_area_nw_per_um2": 988.6,
        "p_leak_nw": 1.573,
    },
    "final_layout": {
        "drive_gt1_share_pct": 6.284,
        "lay_top_cells": "dfxtp_1 (76), clkdlybuf4s50_1 (76)",
        "syn_to_final_growth_pct": 35.81,
    },
    "worst_hold_path": {
        "hold_depth": 3,
        "hp-class": "in2reg",
    },
    "flow_run": {
        "warnings": 26,
        "max_cap_viol_count": 0,
    },
    "status": {
        "status": "finished clean",
    },
}
cell type report:
class / instances / area [sq um]
clock buffers: 11 / 141.4
clock inverters: 5 / 75.07
fillers: 430 / 1634
multi-input cells: 190 / 1189
flip-flops and latches: 76 / 1521
well taps: 72 / 90.09
repair buffers: 84 / 855.8
routing by layer:
layer  part of all wire [%]  vias up  wire [um]  GRT usage [%]
li1                       -     1125          -              -
met1                     49      954       2360          24.68
met2                     42       54       2052          26.46
met3                    7.5        5        364          6.093
met4                    1.1        0         55          1.698
met5                      0        -          0              0
state kept, by name, summed over array words and instances (netlist names):
register / cells
hidden_layer_edge: 30
hidden_prev_state: 30
input_prev_state: 8
input_layer_edge: 8
final timing paths:
| path | from | endpoint |
|---|---|---|
| min reg2reg | hidden_layer_edge[28] | hidden_layer_edge[28] |
| max | hidden_layer_edge[2] | hidden_layer_edge[2] |
| max reg2reg | hidden_prev_state[5] | hidden_layer_edge[5] |
| min | boot_mode | hidden_layer_edge[0] |
Yosys cell counts:
| library cell | number |
|---|---|
| nor2_1 | 38 |
| or3b_1 | 38 |
| a21oi_1 | 38 |
| mux2i_1 | 38 |
| buf_1 | 1 |
| buf_6 | 6 |
| nand2_1 | 38 |
| clkbuf_1 | 6 |
| buf_2 | 5 |
| dfxtp_1 | 76 |
| buf_4 | 3 |
where the power goes:
| part | leakage, nW | total [mW] | internal (mW) | switching (mW) |
|---|---|---|---|---|
| registers | 0.626 | 1.93 | 1.88 | 0.0455 |
| logic | 0.834 | 0.432 | 0.278 | 0.154 |
| clock network | 0.113 | 1.47 | 0.860 | 0.608 |
| total | 1.57 | 3.83 | 3.02 | 0.807 |
worst register-to-register path: cells and delay by family, from the launching register on:
family,cells,cell delay [ns]
simple gates,1,0.34
compound gates,1,0.15
flops,1,0.31
stage by stage:
| step | hold slack, ns | area (sq um) | cells | power [mW] | utilization (%) |
|---|---|---|---|---|---|
| 2_1_floorplan | 0.4255 | 2851 | 287 | 2.179 | - |
| 3_3_place_gp | 0.4464 | 3656 | 422 | 2.397 | 66.39 |
| 3_5_place_dp | 0.4511 | 3656 | 422 | 2.404 | 66.39 |
| 4_1_cts | 0.4239 | 3872 | 438 | 3.889 | 70.32 |
| 5_1_grt | 0.4353 | 3872 | 438 | 4.013 | 70.32 |
| 6_report | 0.4364 | 3872 | 438 | 3.828 | 70.32 |
kinds of logic after synthesis:
group	share of synthesized area [%]
DFF	53.36
muxes	13.34
buffers and inverters	4.958
AOI/OAI and AO/OA	6.670
and+or+nand+nor	21.68
No activity file was given, so power comes from the tool's default toggle rates.
