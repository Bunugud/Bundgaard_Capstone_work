===== flow/constraint.sdc =====
current_design neuron_top

set clk_period 96.5
set clk_io_pct 0.2

create_clock -name clk0 -period $clk_period [get_ports {sys_clk}]

set non_clock_inputs [all_inputs -no_clocks]
set_input_delay [expr $clk_period * $clk_io_pct] -clock clk0 $non_clock_inputs
set_output_delay [expr $clk_period * $clk_io_pct] -clock clk0 [all_outputs]

===== flow/design.v =====
`timescale 1ns / 1ps
module clock_divider #(
    parameter DIV_FACTOR = 2   
)(
    input wire clk,            
    input wire reset,          
    output reg clk_out        
);
    reg [$clog2(DIV_FACTOR)-1:0] counter; 
    always @(posedge clk or posedge reset) begin
        if (reset) begin
            counter <= 0;
            clk_out <= 0;
        end else begin
            if (clk_out) begin
                clk_out <= 0;
            end else if (counter == DIV_FACTOR - 1) begin
                counter <= 0;
                clk_out <= 1;
            end else begin
                counter <= counter + 1;
            end
        end
    end
endmodule
`timescale 1ns / 1ps
module hidden_layer   #(
        parameter SHIFT_VALUE = 2,
        parameter signed THRESHOLD = 100
    )
    (
        input sys_clk,
        input snn_clk,
        input boot_mode,
        input data_ready,
        input rst,
        input signed [15:0] din,
        output reg spike = 0
    );
    reg signed [20:0] saved_value = 24'sd0;
    reg signed [15:0] bias = 0;
    reg signed [20:0] v_mem = 24'sd0;
    always @(posedge sys_clk) begin
        if(rst)begin
            saved_value <= 32'sd0;
            v_mem <= 32'sd0;
            spike <= 0;
        end
        else if (boot_mode && data_ready)  bias <= din;      
        else if (snn_clk) begin  
            v_mem <= v_mem + ((saved_value + bias - v_mem) >>> SHIFT_VALUE);
            saved_value <= 32'sd0;
            if (v_mem >= THRESHOLD) begin  
                spike <= 1;
                v_mem <= 32'sd0;
            end
            else spike <= 0;
        end      
        else if(data_ready) begin
            spike <= 0;
            saved_value <= saved_value + din;
        end
        else spike <= 0;
    end
endmodule
`timescale 1ns / 1ps
`timescale 1ns / 1ps
module input_layer (
    input sys_clk,              
    input snn_clk,              
    input rst,
    input din,                  
    output reg spike = 0        
);
    reg spike_buffer = 0;
always @(posedge sys_clk) begin
    if (rst)
        spike <= 0;
    else if (snn_clk)
        spike <= din;   
    else
        spike <= 0;     
end
endmodule
`timescale 1ns / 1ps
module neuron_top #(
        parameter CLK_DIV_FACTOR = 1000,
        parameter NUM_INPUT_NEURONS = 8,
        parameter NUM_HIDDEN_NEURONS = 30,
        parameter NUM_OUTPUT_NEURONS = 4,
        parameter THRESHOLD = 16'h2000,
        parameter SHIFT_VALUE = 7
    )
    (
        input sys_clk,
        input rst,
        input boot_mode,
        input signed [31 :0]  i_output_neurons,
        input signed [31 :0]  i_hidden_neurons,
        input [NUM_INPUT_NEURONS - 1:0]  i_input_neurons,
        input data_ready_a,
        input data_ready_b,
        input data_start_a,
        input data_start_b,
        output [NUM_HIDDEN_NEURONS - 1:0] o_hidden_spike,
        output [NUM_OUTPUT_NEURONS - 1:0] o_output_spike,
        output [NUM_INPUT_NEURONS - 1: 0] o_input_spike
    );
    wire snn_clk;  
    wire spike_o_test;
    reg [63: 0]  i_output_packed = 0;
    reg [479:0]  i_hidden_packed = 0;
    reg hidden_in_filling = 0;
    reg save_data_a = 0;
    always @(posedge sys_clk) begin
        if (rst) begin
            hidden_in_filling <= 0;
        end
        else if(data_start_a) begin
            hidden_in_filling <= 1;
            i_hidden_packed[479:448] <= i_hidden_neurons;
            save_data_a <= 0;
        end 
        else if (data_ready_a) begin
            save_data_a <= 1;
            hidden_in_filling <= 0;       
        end
        else if (hidden_in_filling) begin
            i_hidden_packed <= i_hidden_packed >> 32;
            i_hidden_packed[479:448] <= i_hidden_neurons;
        end
        else save_data_a <= 0;
    end
    reg output_in_filling = 0;
    reg save_data_b = 0;
    always @(posedge sys_clk) begin
        if (rst) begin
            output_in_filling <= 0;
        end
        else if(data_start_b) begin
            output_in_filling <= 1;
            i_output_packed[31: 0] <= i_output_neurons;
            save_data_b <= 0;
        end 
        else if (data_ready_b) begin
            save_data_b <= 1;
            output_in_filling <= 0;       
        end
        else if (output_in_filling) begin
            i_output_packed[63: 32] <= i_output_neurons;
        end
        else save_data_b <= 0;
    end
    genvar i;
    generate
    for (i = 0; i < NUM_OUTPUT_NEURONS; i = i+1) begin
        output_layer
        #(
            .SHIFT_VALUE(SHIFT_VALUE),
            .THRESHOLD(THRESHOLD)
        ) output_neuron_inst
        (
            .sys_clk(sys_clk),
            .snn_clk(snn_clk),
            .boot_mode(boot_mode),
            .data_ready(save_data_b),
            .rst(rst),
            .din(i_output_packed[i*16 + 15 : i*16]),
            .spike(o_output_spike[i])
        );
    end
    for (i = 0; i < NUM_HIDDEN_NEURONS; i = i+1) begin
        hidden_layer
        #(
            .SHIFT_VALUE(SHIFT_VALUE),
            .THRESHOLD(THRESHOLD)
        ) hidden_neuron_inst
        (
            .sys_clk(sys_clk),
            .snn_clk(snn_clk),
            .boot_mode(boot_mode),
            .data_ready(save_data_a),
            .rst(rst),
            .din(i_hidden_packed[i*16 + 15 : i*16]),
            .spike(o_hidden_spike[i])
        );
    end
    for (i = 0; i < NUM_INPUT_NEURONS; i = i+1) begin
        input_layer input_neuron_inst
        (
            .sys_clk(sys_clk),
            .snn_clk(snn_clk),
            .rst(rst),
            .din(i_input_neurons[i]),
            .spike(o_input_spike[i])
        );
    end
    endgenerate
    clock_divider#(
                    .DIV_FACTOR(CLK_DIV_FACTOR)   
    )   clk_div_inst(
                    .clk(sys_clk),            
                    .reset(rst),          
                    .clk_out(snn_clk)        
                    );
endmodule
`timescale 1ns / 1ps
module output_layer
    #(
        parameter SHIFT_VALUE = 2,
        parameter signed THRESHOLD = 100
    )
    (
        input sys_clk,
        input snn_clk,
        input boot_mode,
        input data_ready,
        input rst,
        input signed [15:0] din,
        output reg spike = 0
    );
    reg signed [20:0] saved_value = 24'sd0;
    reg signed [15:0] bias = 16'sd0;
    reg signed [20:0] vth = 24'sd0;
    always @(posedge sys_clk) begin
        if(rst)begin
            saved_value <= 32'sd0;
            vth <= 32'sd0;
            spike <= 0;
        end
        else if (boot_mode && data_ready) begin
            bias <= din;
        end
        else if (snn_clk) begin
            vth <= vth + ((saved_value + bias - vth) >>> SHIFT_VALUE);  
            saved_value <= 32'sd0;
            if (vth >= THRESHOLD) begin
                spike <= 1;
                vth <= 32'sd0;
            end
            else spike <= 0;
        end      
        else if(data_ready) begin
            spike <= 0;
            saved_value <= saved_value + din;
        end
        else spike <= 0;
    end
endmodule

===== flow/config.mk =====
export PLATFORM = sky130hd
export DESIGN_NAME = neuron_top
export DESIGN_NICKNAME = neuron_top
export VERILOG_FILES = /design/flow/design.v
export SDC_FILE = /design/flow/constraint.sdc
export NUM_CORES = 4
export LEC_CHECK = 1
export CORE_UTILIZATION = 40

===== flow/run.sh =====
#!/bin/bash
# OpenROAD 26Q1-2900-gdf79404cd8, Yosys 0.63+post, stock flow scripts
make -C /OpenROAD-flow-scripts/flow DESIGN_CONFIG=/design/flow/config.mk WORK_HOME=/design/flow/orfs finish

==> changes_impl.md <==
### Metrics

- Status: finished clean
- Max-slew violations: 0
- Cell family with most CP delay: buffers and inverters
- Hold_buf cts: 0
- Least-Margin Pin Slew: 1.23 ns
- H-tree depth: 5
- YS chip area: 0.185 mm^2
- Fin Clk Skew: slightly below 0.04 ns
- Starting Density: 40.2%
- Die extent in x: 682 um
- Distinct cells, synth: 90
- Crit path DAT: 23.44 ns
- Routed WL: ~440 mm
- Ys flop type: dfxtp_1
- Num Clock Sinks: 2,573
- Clock Latency Late Sink: 0.94 ns
- Setup Fix Bufs, Post-CTS: 0
- 1st-iter DRT viols: around 7,200
- Final Setup Violations: 0
- Final HPWL DP: ~320 mm
- R2r setup slk: 90.57 ns
- # rows: 249
- Critical path type: in2reg
- Crit path max-delay cell type: buf_4
- Worst path cell trace: clkdlybuf4s50_1 -> nor3b_1 -> and2_4 -> buf_4 -> buf_4 -> buf_4 -> buf_4 -> buf_4
- Critical path startpoint category: input pin
- Crit Path Max Fanout: 51
- RSZ-0062 raised after global routing: no
- Grt ovf: 0
- Die Y: 682 um
- Antenna violations before repair: 16
- Ys cells: roughly 20,000
- Synthesized registers: 2,573
- Final hold vios: 0
- Worst vdd ir: 0.0158 mV
- Worst Hold Class: reg2reg
- Syn Inst Count: 19,900
- Placement Cell Area: 0.193 mm^2
- Leading area contributor after synthesis: edfxtp_1
- Post-synth EDFFs: 1,090
- Tool Warnings: around 100
- Synthesis-to-layout area growth: 10.4%
- Total die size: 0.465 mm^2
- TritonCTS Buffers: 308
- Asr flop ratio synth: 0.428%
- Clock-pin slew on the worst setup and hold paths: 0.06 ns
- Seq share, synth: 33.8%
- Clk buf depth: 4
- Worst Path Buf+Inv: 6
- TNS Setup: 0 ns
- Pleak: 90.5 nW
- Drt wl/cell: 16.7 um
- DR vias/cell: 5.19
- IO buf count: 120
- Top cells by area: edfxtp_1, dfxtp_1, ha_1
- Cell Pwr Density: 15.2 mW/mm^2
- Vias: 137,000
- Syn_area_per_cell: roughly 9.3 um^2
- Vias in the first global route: approximately 130k
- Largest net degree at the start of global routing: 103
- Syn Std Cell Area: 0.185 mm^2
- Final core occ: 44.3%
- Post-CTS sizing: 0
- Max-cap violations: 0
- Most used cell, CP: buf_4
- Worst hold slack: 0.460 ns
- Global Route Usage Sum: just under 20%
- Routed Antenna Nets: 0
- Core area: 0.460 mm^2
- Crit end category: flip-flop
- Fmax achieved: 0.0437 GHz
- Routability Congestion: 0.902
- CTS Root Cell: clkbuf_16
- CP Data Required Time: 97.04 ns
- Yosys top cell by instances: inv_1
- Post-route minimum period: 22.89 ns
- First-pass GRT wire length: around 700 mm
- Drt first pass iters: 8
- CTS tree: done
- Remaining DRCs: 0
- Post-synth top cells: inv_1, ha_1, nor2_1
- Max incr delay on CP: about 0.67 ns
- Slew HR: 17.4%
- Share of cells above drive strength 1: 3.77%
- Post-layout period usage: 23.7%
- Synth warn: 5
- IO Pins: 121
- Yosys top cell area share: around 18%
- Post-route cell area: 0.204 mm^2
[cell usage in the layout (no fill, tap or decap), types with 157 or more instances in the layout]
master | Yosys | final
inv_1 | 2860 | 2859
ha_1 | 2109 | 2109
nor2_1 | 1701 | 1694
dfxtp_1 | 1472 | 1472
a21oi_1 | 1349 | 1349
xnor2_1 | 1093 | 1093
edfxtp_1 | 1090 | 1090
nand2_1 | 924 | 918
fa_1 | 714 | 714
a22oi_1 | 677 | 677
a21o_1 | 578 | 578
o21ai_0 | 522 | 521
xor2_1 | 510 | 510
nor3_1 | 378 | 378
nand3_1 | 349 | 349
clkbuf_16 | 0 | 317
o21bai_1 | 243 | 243
o21a_1 | 204 | 204
o22ai_1 | 199 | 199
o21ai_1 | 192 | 191
a22o_1 | 187 | 187
buf_4 | 42 | 157
[state kept, by name (all words and copies together), names as in the netlist, 4 cells and up]
register and cells:
genblk1.output_neuron_inst.saved_value 84, i_output_packed 64, clk_div_inst.counter 10, i_hidden_packed 480, genblk2.hidden_neuron_inst.saved_value 630, genblk3.input_neuron_inst.spike 8
genblk1.output_neuron_inst.spike 4, genblk2.hidden_neuron_inst.bias 480, genblk1.output_neuron_inst.vth 84, genblk1.output_neuron_inst.bias 64, genblk2.hidden_neuron_inst.spike 30, genblk2.hidden_neuron_inst.v_mem 630
[report_power, final]
group | switching [W] | internal, W
combinational | 0.000386 | 0.000293
sequential | 0.0000218 | 0.00116
clock | 0.000496 | 0.000743
total | 0.000904 | 0.00220
[cell type report]
class,count,area [um^2]
fillers,42700,256000
multi-input cells,14000,110000
flip-flops and latches,2573,62500
inverters,2863,10700
clock buffers,413,8610
well taps,6149,7690
repair buffers,283,2500
clock inverters,156,2060
diodes,12,30.0
[final timing paths]
kind                                                               startpoint                                        to  cells after the start
worst min-delay path                                       i_hidden_packed[3]     genblk2[0].hidden_neuron_inst.bias[3]                      0
min in group asynchronous                                                 rst                   clk_div_inst.counter[4]                      3
max in group asynchronous                                                 rst                      clk_div_inst.clk_out                      3
worst max register to register  genblk2[14].hidden_neuron_inst.saved_value[7]  genblk2[14].hidden_neuron_inst.v_mem[20]                     21
worst max-delay path                                             data_start_a                      i_hidden_packed[122]                      8
worst min register to register                             i_hidden_packed[3]     genblk2[0].hidden_neuron_inst.bias[3]                      0
[through the flow]
stage | total power [W] | instances | setup WS [ns]
after detailed placement | 0.00188 | 25900 | 72.62
after CTS | 0.00313 | 26500 | 73.63
after global routing | 0.00327 | 26500 | 73.31
after global placement | 0.00187 | 25900 | 72.67
after floorplan | 0.00175 | 19900 | 62.30
final | 0.00310 | 26500 | 73.61
[worst register-to-register path, delay by kind of cell (launching register included)]
kind	cells	cell delay (ns)
DFF	1	0.37
xor gates and xnor gates	2	0.68
AOI/OAI and AO/OA	10	3.06
adders and majority gates	3	1.27
and+or+nand+nor	4	0.38
buffers and inverters	2	0.11
[logic make-up after synthesis]
kind of cell / Yosys count / share of synthesized area, %
XOR/XNOR: 1606 / 7.63
multiplexers: 23 / 0.126
adder cells (fa/ha/maj): 2823 / 22.0
buffers and inverters: 3317 / 6.82
AND-OR/OR-AND: 5153 / 18.5
flip-flops: 2573 / 33.8
AND/OR/NAND/NOR: 4417 / 11.1
[per-layer routing]
| layer | part of all wire, % | global-route usage, % | wire length [um] |
|---|---|---|---|
| met5 | 0.0084 | 0 | 37 |
| met4 | 2.8 | 4.62 | 12200 |
| met1 | 46 | 29.3 | 205000 |
| met3 | 6.4 | 4.76 | 28100 |
| met2 | 44 | 30.6 | 197000 |
Power figures rest on the tool's default switching activity, not on a simulated workload.
