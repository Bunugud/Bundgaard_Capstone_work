## /design/flow/run.sh

```bash
#!/bin/bash
# OpenROAD 26Q1-2900-gdf79404cd8, Yosys 0.63+post, stock flow scripts
make -C /OpenROAD-flow-scripts/flow DESIGN_CONFIG=/design/flow/config.mk WORK_HOME=/design/flow/orfs finish
```

## /design/flow/config.mk

```make
export PLATFORM = sky130hd
export DESIGN_NAME = port_b_addr
export DESIGN_NICKNAME = port_b_addr
export VERILOG_FILES = /design/flow/design.v
export SDC_FILE = /design/flow/constraint.sdc
export NUM_CORES = 4
export LEC_CHECK = 1
export CORE_UTILIZATION = 50
```

## /design/flow/constraint.sdc

```tcl
current_design port_b_addr

set clk_period 4.1
set clk_io_pct 0.2

create_clock -name clk0 -period $clk_period [get_ports {clk}]

set non_clock_inputs [all_inputs -no_clocks]
set_input_delay [expr $clk_period * $clk_io_pct] -clock clk0 $non_clock_inputs
set_output_delay [expr $clk_period * $clk_io_pct] -clock clk0 [all_outputs]
```

## /design/flow/design.v

```verilog
`timescale 1ns / 1ps
module port_b_addr(
        input clk,
        input rst,
        input boot_mode,  
        input [29:0] edge_detected,
        output reg [9:0] addr_b = 0,
        output reg port_b_start_out = 0,  
        output reg port_b_done = 0  
    );
    reg [29:0] port_b_queue = 0;
    reg start_port_b_access = 0;
    reg port_b_accessing_memory = 0;
    reg [12:0] base_addr = 0;
    reg [1:0] port_b_counter = 0;
    reg [1:0] port_b_outputting_counter = 0;
    reg fetch_start = 0;
    reg fetch_ready = 0;
    always @(posedge clk) begin
        if(rst) begin
            port_b_counter <= 0;
            port_b_accessing_memory <= 0;
            addr_b <= 0;
            fetch_ready <= 1;
        end
        else if(fetch_ready) begin
            fetch_ready <= 0;
            fetch_start <= 1;
        end
        else if (start_port_b_access || (boot_mode == 1 && fetch_start)) begin
            port_b_accessing_memory <= 1;  
            addr_b <= base_addr;  
            port_b_counter <= 1;  
            fetch_start <= 0;
        end
        else if (port_b_counter > 1 || !port_b_accessing_memory) begin
             port_b_counter <= 0;  
             port_b_accessing_memory <= 0;  
             addr_b <= 0;
        end
        else begin
            addr_b <= base_addr + port_b_counter;  
            port_b_counter <= port_b_counter + 1;  
        end
    end
    always @(posedge clk) begin
        if (rst) begin
            port_b_start_out <= 0;
            port_b_done <= 0;
            port_b_outputting_counter <= 0;
        end
        if(port_b_counter == 2) begin
            port_b_start_out <= 1;
            port_b_done <= 0;
            port_b_outputting_counter <= 1;
        end
        else if (port_b_outputting_counter > 1) begin
            port_b_start_out <= 0;
            port_b_done <= 1;
            port_b_outputting_counter <= 0;
        end
        else if (port_b_outputting_counter != 0) begin
            port_b_outputting_counter <= port_b_outputting_counter + 1;
            port_b_start_out <= 0;
        end
        else begin 
            port_b_done <= 0;
            port_b_outputting_counter <= 0;
            port_b_start_out<= 0;
        end
    end
    always @(posedge clk) begin
        if (rst) begin
            port_b_queue <= 0;
            base_addr <= 60;
        end
        else if (edge_detected != 0)
            port_b_queue <= port_b_queue | edge_detected;
    else if(!start_port_b_access && !port_b_accessing_memory && port_b_queue != 0 && !port_b_accessing_memory) begin
        start_port_b_access <= 1;
        casex (port_b_queue)
            30'bxxxxxxxxxxxxxxxxxxxxxxxxxxxxx1: begin
                base_addr <= 0;
                port_b_queue[0] <= 0;
            end
            30'bxxxxxxxxxxxxxxxxxxxxxxxxxxxx1x: begin
                base_addr <= 2;
                port_b_queue[1] <= 0;
            end
            30'bxxxxxxxxxxxxxxxxxxxxxxxxxxx1xx: begin
                base_addr <= 4;
                port_b_queue[2] <= 0;
            end
            30'bxxxxxxxxxxxxxxxxxxxxxxxxxx1xxx: begin
                base_addr <= 6;
                port_b_queue[3] <= 0;
            end
            30'bxxxxxxxxxxxxxxxxxxxxxxxxx1xxxx: begin
                base_addr <= 8;
                port_b_queue[4] <= 0;
            end
            30'bxxxxxxxxxxxxxxxxxxxxxxxx1xxxxx: begin
                base_addr <= 10;
                port_b_queue[5] <= 0;
            end
            30'bxxxxxxxxxxxxxxxxxxxxxxx1xxxxxx: begin
                base_addr <= 12;
                port_b_queue[6] <= 0;
            end
            30'bxxxxxxxxxxxxxxxxxxxxxx1xxxxxxx: begin
                base_addr <= 14;
                port_b_queue[7] <= 0;
            end
            30'bxxxxxxxxxxxxxxxxxxxxx1xxxxxxxx: begin
                base_addr <= 16;
                port_b_queue[8] <= 0;
            end
            30'bxxxxxxxxxxxxxxxxxxxx1xxxxxxxxx: begin
                base_addr <= 18;
                port_b_queue[9] <= 0;
            end
            30'bxxxxxxxxxxxxxxxxxxx1xxxxxxxxxx: begin
                base_addr <= 20;
                port_b_queue[10] <= 0;
            end
            30'bxxxxxxxxxxxxxxxxxx1xxxxxxxxxxx: begin
                base_addr <= 22;
                port_b_queue[11] <= 0;
            end
            30'bxxxxxxxxxxxxxxxxx1xxxxxxxxxxxx: begin
                base_addr <= 24;
                port_b_queue[12] <= 0;
            end
            30'bxxxxxxxxxxxxxxxx1xxxxxxxxxxxxx: begin
                base_addr <= 26;
                port_b_queue[13] <= 0;
            end
            30'bxxxxxxxxxxxxxxx1xxxxxxxxxxxxxx: begin
                base_addr <= 28;
                port_b_queue[14] <= 0;
            end
            30'bxxxxxxxxxxxxxx1xxxxxxxxxxxxxxx: begin
                base_addr <= 30;
                port_b_queue[15] <= 0;
            end
            30'bxxxxxxxxxxxxx1xxxxxxxxxxxxxxxx: begin
                base_addr <= 32;
                port_b_queue[16] <= 0;
            end
            30'bxxxxxxxxxxxx1xxxxxxxxxxxxxxxxx: begin
                base_addr <= 34;
                port_b_queue[17] <= 0;
            end
            30'bxxxxxxxxxxx1xxxxxxxxxxxxxxxxxx: begin
                base_addr <= 36;
                port_b_queue[18] <= 0;
            end
            30'bxxxxxxxxxx1xxxxxxxxxxxxxxxxxxx: begin
                base_addr <= 38;
                port_b_queue[19] <= 0;
            end
            30'bxxxxxxxxx1xxxxxxxxxxxxxxxxxxxx: begin
                base_addr <= 40;
                port_b_queue[20] <= 0;
            end
            30'bxxxxxxxx1xxxxxxxxxxxxxxxxxxxxx: begin
                base_addr <= 42;
                port_b_queue[21] <= 0;
            end
            30'bxxxxxxx1xxxxxxxxxxxxxxxxxxxxxx: begin
                base_addr <= 44;
                port_b_queue[22] <= 0;
            end
            30'bxxxxxx1xxxxxxxxxxxxxxxxxxxxxxx: begin
                base_addr <= 46;
                port_b_queue[23] <= 0;
            end
            30'bxxxxx1xxxxxxxxxxxxxxxxxxxxxxxx: begin
                base_addr <= 48;
                port_b_queue[24] <= 0;
            end
            30'bxxxx1xxxxxxxxxxxxxxxxxxxxxxxxx: begin
                base_addr <= 50;
                port_b_queue[25] <= 0;
            end
            30'bxxx1xxxxxxxxxxxxxxxxxxxxxxxxxx: begin
                base_addr <= 52;
                port_b_queue[26] <= 0;
            end
            30'bxx1xxxxxxxxxxxxxxxxxxxxxxxxxxx: begin
                base_addr <= 54;
                port_b_queue[27] <= 0;
            end
            30'bx1xxxxxxxxxxxxxxxxxxxxxxxxxxxx: begin
                base_addr <= 56;
                port_b_queue[28] <= 0;
            end
            30'b1xxxxxxxxxxxxxxxxxxxxxxxxxxxxx: begin
                base_addr <= 58;
                port_b_queue[29] <= 0;
            end
            default: base_addr <= 0;
            endcase
        end
        else start_port_b_access <= 0;
    end
endmodule
```

==> impl_metrics.env <==
# implementation run metrics
export IMPL_area_growth_pct=20.2
export IMPL_report_final_setup_viol=0
export IMPL_floorplan_core_util_pct=51.9
export IMPL_start_kind="primary input"
export IMPL_tritoncts_num_buffers=5
export IMPL_die_h_um=75.1
export IMPL_detail_route_first_pass_iterations=4
export IMPL_status="complete, no violations"
export IMPL_core_area_sq_mm=0.00514
export IMPL_post_route_minimum_period_ns=2.80
export IMPL_place_port_buffers=41
export IMPL_gp_congestion=0.871
export IMPL_timing_hold_worst_class="reg2reg"
export IMPL_wirelength_mm=6.29
export IMPL_worstPathArrival_ns=2.95
export IMPL_grt_max_degree=38
export IMPL_reg2reg_slack_ns=2.11
export IMPL_r2r_worst_path_cells=5
export IMPL_final_setup_worst_slack_ns=1.30
export IMPL_numPlacedInstances=410
export IMPL_met1_length_mm=3.29
export IMPL_worstSkewPairLatency_ns=0.30
export IMPL_worst_r2r_startpoint="port_b_accessing_memory$_SDFFE_PP0P_"
export IMPL_layout_top_cells="sky130_fd_sc_hd__dfxtp_1 (50), sky130_fd_sc_hd__nor2_1 (44), sky130_fd_sc_hd__clkdlybuf4s50_1 (41), sky130_fd_sc_hd__nor3_1 (21), sky130_fd_sc_hd__o21ai_0 (17)"
export IMPL_synthTopLogicFamily="simple AND/OR/NAND/NOR gates"
export IMPL_row_count=26
export IMPL_route_detailed_vias_per_inst=5.70
export IMPL_flop_pwr_share_pct=57.6
export IMPL_slew_violations=0
export IMPL_placement_setup_worst_slack_ns=1.03
export IMPL_yosys_mux_area_fraction_pct=0
export IMPL_layout_top_cell="sky130_fd_sc_hd__dfxtp_1"
export IMPL_power_internal_uw=732
export IMPL_synth_top_flop_cell="sky130_fd_sc_hd__dfxtp_1"
export IMPL_timing_hold_worst_start="port_b_done$_SDFFE_PP0P_"
export IMPL_avgRoutedWirePerCell_um=15.0
export IMPL_cts_hold_buffers_added=0
export IMPL_highest_signal_layer="met4"
export IMPL_number_of_global_route_vias_before_repair=2216
export IMPL_crit_chain="clkdlybuf4s50_1 > nor4_1 > and4_1 > nand2_2 > nor3_1 > a31oi_1"
export IMPL_drc=0
export IMPL_numClockSinks=52
export IMPL_slew_limit_headroom_pct=56.0
export IMPL_initial_antenna_violation_count=0
export IMPL_crit_family="simple AND/OR/NAND/NOR gates"
export IMPL_clk_transition_reported_paths_ns=0.09
export IMPL_finClkSkew_ns=0.0114
export IMPL_yosys_cell_types_count=50
export IMPL_combinationalPowerShare_pct=14.1
export IMPL_critical_path_max_fanout=10
export IMPL_clockRootBuffer="sky130_fd_sc_hd__clkbuf_8"
export IMPL_stage_log_warning_count=30
export IMPL_post_synth_instance_area_sq_mm=0.00267
export IMPL_leakage_nw=1.14
export IMPL_postSynthRegisterBits=52
export IMPL_power_per_standard_cell_area_mw_per_mm2=312
export IMPL_cts_tree="yes"
export IMPL_ys_warnings_count=1
export IMPL_total_die_area_sq_mm=0.00564
export IMPL_clock_tree_buffer_depth=2
export IMPL_switching_share_pct=26.9
export IMPL_post_synth_fa_ha_maj_area_fraction_pct=3.75
export IMPL_number_of_standard_cells_after_synthesis=308
export IMPL_edff_count_synth=2
export IMPL_detail_route_antenna_diodes=0
export IMPL_fin_setup_tns_ns=0
export IMPL_grt_first_pass_wirelength_mm=10.3
export IMPL_postRouteAntennaNets=0
export IMPL_globalRouteTotalUtil_pct=24.6
export IMPL_vias=2382
export IMPL_place_detailed_hpwl_mm=4.69
export IMPL_holdPathEnd="port_b_done$_SDFFE_PP0P_"
export IMPL_asyncSetResetFlopFracSynth_pct=0
export IMPL_drtIter0Drc=129
export IMPL_timing_final_crit_share_pct=68.2
export IMPL_finished_core_util_pct=62.5
export IMPL_post_cts_setup_buffers=0
export IMPL_grt_setup_unrepaired="false"
export IMPL_switchingPower_uw=270
export IMPL_die_w_um=75.1
export IMPL_critical_path_max_stage_delay_ns=0.55
export IMPL_synth_area_per_cell_sq_um=8.67
export IMPL_ys_cells=308
export IMPL_synth_xor_xnor_area_share_pct=0
export IMPL_proportion_of_synthesized_chip_area_in_sequential_cells_pct=39.7
export IMPL_cts_htree_levels=2
export IMPL_cp_buffers_inverters=1
export IMPL_vdd_ir_drop_max_v=0.000224
export IMPL_finish_cell_count_without_fillers=418
export IMPL_worst_setup_path_type="in2reg"
export IMPL_r2r_end="port_b_queue[18]$_SDFFE_PP0P_"
export IMPL_detailroute_wirelength_met2_mm=2.68
export IMPL_cp_data_required_time_ns=4.26
export IMPL_final_layout_size_suffix_gt1_share_pct=8.33
export IMPL_synthSimpleGateAreaFrac_pct=32.5
export IMPL_nFillCells=488
export IMPL_critical_path_top_delay_cell="sky130_fd_sc_hd__nor3_1"
export IMPL_synth_cellmix_compoundShare_pct=20.2
export IMPL_timing_final_hold_violations=0
export IMPL_cts_resized=0
export IMPL_max_cap_violations=0
export IMPL_fmaxAchievable_mhz=358
export IMPL_met3RoutedLength_um=284
export IMPL_globalRoute_totalOverflow=0
export IMPL_timing_critical_path_to_type="register"
export IMPL_number_of_top_level_design_ports=45
export IMPL_hold_path_depth=2
export IMPL_power_share_clock_pct=28.4
export IMPL_tightestPinTransition_ns=0.655
export IMPL_ys_area_sq_mm=0.00267
## routing by layer
| metal | up-vias | track usage (%) |
|---|---|---|
| met5 | - | 0 |
| met4 | 0 | 1.68 |
| met3 | 2 | 3.80 |
| met2 | 56 | 36.3 |
| met1 | 1105 | 40.8 |
| li1 | 1219 | - |
## synth_stat cells, types with 4 or more instances
cell type	instances	share of area, %
sky130_fd_sc_hd__a31oi_1	5	1.2
sky130_fd_sc_hd__nor4_4	5	4.0
sky130_fd_sc_hd__o21ai_0	17	3.2
sky130_fd_sc_hd__o211ai_1	4	1.1
sky130_fd_sc_hd__nor2b_1	7	1.6
sky130_fd_sc_hd__a221oi_1	4	1.3
sky130_fd_sc_hd__nor3_1	21	3.9
sky130_fd_sc_hd__inv_1	11	1.5
sky130_fd_sc_hd__nand2b_1	7	1.6
sky130_fd_sc_hd__a21oi_1	16	3.0
sky130_fd_sc_hd__nor4_1	14	3.3
sky130_fd_sc_hd__nor2_1	44	6.2
sky130_fd_sc_hd__clkbuf_1	9	1.3
sky130_fd_sc_hd__dfxtp_1	50	37
sky130_fd_sc_hd__nand2_1	14	2.0
sky130_fd_sc_hd__nand3_1	8	1.5
sky130_fd_sc_hd__a211oi_1	12	3.4
sky130_fd_sc_hd__ha_1	8	3.7
## registers in the layout, summed over array words and instances, names as in the netlist
register / count
port_b_start_out: 1
port_b_accessing_memory: 1
port_b_done: 1
start_port_b_access: 1
fetch_ready: 1
port_b_outputting_counter: 2
port_b_counter: 2
fetch_start: 1
addr_b: 7
port_b_queue: 30
base_addr: 5
## cells by family after synthesis
logic type,count (synthesis)
buffers and inverters,23
DFF,52
adders and majority gates,8
other,1
AOI/OAI and AO/OA,78
and+or+nand+nor,146
## area by class of cell
cell class	count	area [sq um]	share of cell area, %
inverters	11	41.3	1.29
well taps	70	87.6	2.73
clock inverters	2	11.3	0.351
flip-flops and latches	52	1060	33.0
multi-input cells	235	1520	47.3
repair buffers	42	418	13.0
clock buffers	6	72.6	2.26
## how the worst max path moves through the flow
stage	start	to	depth (start not counted)
final	edge_detected[8]	port_b_queue[18]$_SDFFE_PP0P_	6
after global routing	edge_detected[8]	port_b_queue[18]$_SDFFE_PP0P_	6
after CTS	edge_detected[4]	port_b_queue[17]$_SDFFE_PP0P_	6
## worst register-to-register path, stage by stage, from the launching register on
cell	delay [ns]
sky130_fd_sc_hd__dfxtp_1	0.38
sky130_fd_sc_hd__nor4_1	0.30
sky130_fd_sc_hd__and4_1	0.28
sky130_fd_sc_hd__nand2_2	0.18
sky130_fd_sc_hd__nor3_1	0.55
sky130_fd_sc_hd__a31oi_1	0.16
## per-stage QoR
stage / total power [mW] / hold slack [ns] / area [sq um]
floorplan: 0.662 / 0.420 / 2680
global placement: 0.729 / 0.444 / 3130
detailed placement: 0.729 / 0.453 / 3130
CTS: 1.01 / 0.470 / 3210
global route: 1.05 / 0.497 / 3210
finish: 1.00 / 0.468 / 3210
## power by group through the flow
stage / Combinational (mW) / Clock, mW / Sequential [mW]
after CTS: 0.142 / 0.292 / 0.577
after global routing: 0.158 / 0.311 / 0.583
final: 0.141 / 0.284 / 0.577
Power is estimated from default activity; no workload was simulated.
